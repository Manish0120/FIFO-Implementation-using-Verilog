**/design/flow/run.sh**
```bash
#!/bin/bash
# OpenROAD 26Q1-2900-gdf79404cd8, Yosys 0.63+post, stock flow scripts
make -C /OpenROAD-flow-scripts/flow DESIGN_CONFIG=/design/flow/config.mk WORK_HOME=/design/flow/orfs finish
```
**/design/flow/config.mk**
```make
export PLATFORM = sky130hd
export DESIGN_NAME = top
export DESIGN_NICKNAME = top
export VERILOG_FILES = /design/flow/design.v
export SDC_FILE = /design/flow/constraint.sdc
export NUM_CORES = 4
export LEC_CHECK = 1
export CORE_UTILIZATION = 50
export SYNTH_HDL_FRONTEND = slang
```
**/design/flow/constraint.sdc**
```tcl
current_design top

set clk_period 5.4
set clk_io_pct 0.2

create_clock -name clk0 -period $clk_period [get_ports {clk}]

set non_clock_inputs [all_inputs -no_clocks]
set_input_delay [expr $clk_period * $clk_io_pct] -clock clk0 $non_clock_inputs
set_output_delay [expr $clk_period * $clk_io_pct] -clock clk0 [all_outputs]
```
**/design/flow/design.v**
```verilog
`timescale 1ns / 1ps
module counter(
    input inc, dec, rst, clk,
    output reg [2:0] count
    );
    wire en;
    assign en = inc ^ dec;
    always @(posedge clk)
    begin
        if(rst) count <= 3'd0;
        else if (en)
            begin
                if(inc) count <= count + 1;
                else count <= count - 1;
            end
    end
endmodule
`timescale 1ns / 1ps
module mux41(
    input pop, [15:0] a, b, c, d, [1:0] s,
    output reg [15:0] out
    );
    always @(*)
        begin
        if(pop) begin
        case(s)
            2'd0 : out = a;
            2'd1 : out = b;
            2'd2 : out = c;
            2'd3 : out = d;
            default : out = a;
        endcase
        end
        else out = 16'bz;
        end
endmodule
`timescale 1ns / 1ps
module register(
    input clk, push, enable, rst, [15:0] data_in, 
    output reg [15:0] out  
    );
    always @(posedge clk)
    begin
        if (rst) out <= 16'd0;
        else if(push && ~enable)
            out <= data_in;
    end
endmodule
`timescale 1ns / 1ps
module top(
    input clk, rst, push, pop, [15:0]data_in,
    output fifo_ful, fifo_emp, [15:0] data_out 
    );
    wire[2:0] count;
    wire inc, dec;
    wire [15:0] q0, q1, q2, q3;
    assign fifo_ful = count[2];
    assign fifo_emp = ~|count;
    assign inc = push & ~count[2];
    assign dec = pop & ( |count);
    counter cnt0(inc, dec, rst, clk, count);
    register r0 (clk, push, count[2], rst, data_in, q0);
    register r1 (clk, push, count[2], rst, q0, q1);
    register r2 (clk, push, count[2], rst, q1, q2);
    register r3 (clk, push, count[2], rst, q2, q3);
    mux41 m0 (dec, q0, q1, q2, q3, count[1:0], data_out);
endmodule
```
==> results.cfg <==
; yosys + openroad results
[grt]
grt_max_degree = 68
grt_util_all_layers_pct = 20.9
grt-ovfl-total = 0
antenna_found_initial = 0
first_global_vias = 2210
grt_pass1_wl_um = 9740

[clocking]
h-tree-depth = 3
cts_setup_buffers = 0
cts_sinks = 67
cts_root_buf = clkbuf_8
cts_inserted_buffers = 9
cts_tree = yes
hold_buffers = 0
clock_tree.buffer_depth = 2
cts_resized = 0
insertion_delay_ns = 0.32
clkTransAtPathRegs_ns = 0.06

[critical_path]
end_kind = output port
cp-start-kind = register
crit_required_ns = 4.32
path_class = register to output port
worstPathMaxFanout = 12
cp.arrival_ns = 2.25

[power_and_ir_drop]
switching_power_mw = 0.303
sw_frac_of_total_pct = 27.4
p_clk_share_pct = 31.6
power.total_mw = 1.11
irDropWorstVdd_mv = 0.179
leakage_nw = 1.12
p_comb_share_pct = 18.9
internal-power_mw = 0.804
power_frac_seq_pct = 49.5
power_density_mw_per_mm2 = 333

[drt]
met1_length_um = 2770
wl_um = 5580
drcViolationCount = 0
wl_met3_um = 218
drtPass1Iterations = 4
wire_per_inst_um = 13.0
wl_met2_um = 2540
antennaDiodeCount = 0
vias_per_cell = 5.28
ant_nets = 0
top_layer = met4
vias = 2264
dr.first_iter.drc_count = 165

[yosys]
syn_area_per_cell_sq_um = 8.57
yosysTopAreaCellShare_pct = 47.6
syn-instance-count = 329
synthDistinctLibCells = 24
synthSimpleGateAreaFrac_pct = 18.9
ys_cells = 329
yosys.area_share.aoi_pct = 13.4
synth_xor_xnor_area_share_pct = 0.621
yosysChipArea_sq_mm = 0.00282
ys_seq_share_pct = 47.6
ys_ff = 67
yosys.area.top_type = dfxtp_1
synth_area_sq_mm = 0.00282
mux_share_pct = 13.1
yosys_warnings = 0
fa_ha_area_share_pct = 0.710
edf_count = 0
synthFlopType = dfxtp_1
topCellsByArea = dfxtp_1 (48%), nand2_1 (18%), mux4_2 (13%), a21oi_1 (12%), buf_4 (2.1%)
top_logic_kind = simple AND/OR/NAND/NOR gates
ys_async_sr_fraction_pct = 0

[timing]
slew_headroom_pct = 53.8
rsz0062_at_grt = no
tightest_slew_ns = 0.693
hold_viol = 0
drv_slew = 0
finalClockPeriodUsage_pct = 61.7
fin_setup_tns_ns = 0
finalSetupViolCount = 0
finalCriticalPeriod_ns = 3.33
fin_skew_ns = 0.00528
timing.fmax_mhz = 300

[die]
die_area_sq_mm = 0.00594
row_count = 26
die_w_um = 77.1
die_h_um = 77.1
coreArea_sq_mm = 0.00527
fp-utilization_pct = 53.5
pin_count = 38

[layout]
fin_area_sq_mm = 0.00333
drive_gt1_share_pct = 10.3
area_growth_pct = 18.1
logic_area_sq_mm = 0.00133
seq_area_sq_mm = 0.00134
finalNonFillerCells = 429
finalCoreUtilization_pct = 63.2
fill_cells = 462

[place]
place_congestion = 0.770
place_area_sq_mm = 0.00317
post-place-cells = 414
port_buffers = 37
dpl.hpwl_um = 3170

[worst_hold_path]
hp-class = register to register

[flow_run]
cap_violations = 0
warnings = 26

[run_status]
status = complete, no violations
[cell type report]
cell class                 count  share of cell area, %
sequential                    67                   40.3
tap                           70                   2.63
timing repair buffer          43                   12.3
clock inverter                 2                  0.376
clock buffer                  13                   4.47
inverter                       1                  0.113
multi-input combinational    233                   39.8
[cells by family (layout without fill, tap and decap cells)]
| family | Yosys count | in the layout |
|---|---|---|
| muxes | 17 | 17 |
| AOI/OAI and AO/OA | 74 | 74 |
| buffers and inverters | 29 | 59 |
| adders and majority gates | 1 | 1 |
| DFF | 67 | 67 |
| xor gates and xnor gates | 2 | 2 |
| and+or+nand+nor | 139 | 139 |
[registers in the layout, indices dropped and copies added, names as in the netlist]
name / flops
r0.out: 16
r3.out: 16
r2.out: 16
r1.out: 16
cnt0.count: 3
[Yosys cell counts, drive strengths merged (2+ instances only)]
library cell,count
clkbuf,8
mux4,16
nand2,132
o21ai,5
buf,20
a21oi,66
dfxtp,67
nor2,2
[worst max-delay path, cell delays in order (launching register included)]
cell	delay, ns
dfxtp_1	0.69
buf_4	0.32
mux4_2	0.51
clkdlybuf4s50_1	0.41
[power by group through the flow]
stage	registers [mW]	logic [mW]	clock network, mW
4_1_cts	0.549	0.212	0.361
6_report	0.548	0.209	0.350
5_1_grt	0.554	0.232	0.382
[routing by layer]
layer  vias up  track usage [%]
met5         -                0
met4         0             3.21
met3         5             4.47
met2        41             33.0
met1      1067             31.9
li1       1151                -
[per-stage QoR]
step,worst slack (ns),hold slack [ns]
after floorplan,2.96,0.433
after global placement,2.38,0.439
after detailed placement,2.34,0.444
after CTS,2.03,0.453
after global routing,1.91,0.477
final,2.07,0.451
[worst paths after layout]
check	endpoint	startpoint	slack, ns	depth (start not counted)
max	data_out[14]	cnt0.count[1]$_SDFFE_PP0P_	2.07	3
min	r3.out[13]$_SDFFE_PP0P_	r3.out[13]$_SDFFE_PP0P_	0.45	2
min reg2reg	r3.out[13]$_SDFFE_PP0P_	r3.out[13]$_SDFFE_PP0P_	0.45	2
max reg2reg	cnt0.count[2]$_SDFFE_PP0P_	cnt0.count[1]$_SDFFE_PP0P_	3.59	6
[placed cells by master, fill, tap and decap left out, drive strengths merged]
| cell type | n |
|---|---|
| nand2 | 132 |
| dfxtp | 67 |
| a21oi | 66 |
| clkdlybuf4s50 | 36 |
| mux4 | 16 |
| clkbuf | 13 |
| buf | 7 |
| o21ai | 5 |
| nor2 | 2 |
| nor2b | 1 |
| inv | 1 |
| nor3 | 1 |
| nand2b | 1 |
| nor4 | 1 |
| a31oi | 1 |
| nand3 | 1 |
| xnor2 | 1 |
| a221oi | 1 |
| mux2i | 1 |
| a21o | 1 |
| xor2 | 1 |
| fa | 1 |
| clkinvlp | 1 |
| clkinv | 1 |
